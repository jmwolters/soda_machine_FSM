$ cat /design/flow/design.v
`timescale 1ns/1ps
module soda_top(
input clk,
input reset,
input next,
input [1:0] coin_in,
output reg soda,
output reg [1:0] coin_out,
output reg [2:0] state_display,
output reg check_coin_in
);
localparam
put_coin = 0,
input1 = 1,
input5 = 2,
input6 = 3,
input3 = 4,
return1 = 5,
soda_out = 6;
reg [2:0] next_state;
reg prev_next;
always @(posedge clk) begin
    state_display <= next_state;
    prev_next <= next;
end
always @(*) begin
    if (reset == 1) begin
        next_state = put_coin;  
    end
    if (next == 1 && prev_next == 0) begin
        if (state_display == put_coin) begin
            case(coin_in)
                2'b00: next_state = put_coin;
                2'b10: next_state = soda_out;
                2'b01: next_state = input1;
                2'b11: next_state = input5;
            endcase
        end
        else if (state_display == input1) begin
            case(coin_in)
                2'b00: next_state = input1;
                2'b01: next_state = soda_out;
                2'b10: next_state = input3;
                2'b11: next_state = input6;
            endcase
        end
        else if (state_display == input5) begin
            next_state = return1;
        end
        else if(state_display == input6) begin
            next_state = input5;
        end
        else if(state_display == input3) begin
            next_state = soda_out;
        end
        else if(state_display == return1) begin
            next_state = soda_out;
        end
        else if(state_display == soda_out) begin
            next_state = put_coin;
        end
        else begin
            next_state = state_display;
        end
    end
    case(state_display)
        put_coin: begin
            coin_out = 2'b00;
            soda = 1'b0;
            check_coin_in = 1'b1;
        end
        input1: begin
            coin_out = 2'b00;
            soda = 0;
            check_coin_in = 1'b1;
        end
        input5: begin
            coin_out = 2'b10;
            soda = 0;
            check_coin_in = 1'b0;
        end
        input6: begin
            coin_out = 2'b01;
            soda = 0;
            check_coin_in = 1'b0;
        end
        input3: begin
            coin_out = 2'b01;
            soda = 0;
            check_coin_in = 1'b0;
        end
        return1: begin
            coin_out = 2'b01;
            soda = 0;
            check_coin_in = 1'b0;
        end
        soda_out: begin
            coin_out = 2'b00;
            soda = 1;
            check_coin_in = 1'b0;
        end
    endcase
end
endmodule
$ cat /design/flow/constraint.sdc
current_design soda_top

set clk_period 1.0
set clk_io_pct 0.2

create_clock -name clk0 -period $clk_period [get_ports {clk}]

set non_clock_inputs [all_inputs -no_clocks]
set_input_delay [expr $clk_period * $clk_io_pct] -clock clk0 $non_clock_inputs
set_output_delay [expr $clk_period * $clk_io_pct] -clock clk0 [all_outputs]
$ cat /design/flow/run.sh
#!/bin/bash
# OpenROAD 26Q1-2900-gdf79404cd8, Yosys 0.63+post, stock flow scripts
make -C /OpenROAD-flow-scripts/flow DESIGN_CONFIG=/design/flow/config.mk WORK_HOME=/design/flow/orfs finish
$ cat /design/flow/config.mk
export PLATFORM = sky130hd
export DESIGN_NAME = soda_top
export DESIGN_NICKNAME = soda_top
export VERILOG_FILES = /design/flow/design.v
export SDC_FILE = /design/flow/constraint.sdc
export NUM_CORES = 4
export LEC_CHECK = 1
export CORE_AREA = 10 10 70 70
export DIE_AREA = 0 0 80 80
==> job_summary.md <==
### Flow metrics

| Metric | Value |
|---|---|
| Register pins left without a clock | 7 |
| First-pass GRT wire length | 1480 um |
| Synth cell types | 23 |
| Synth warn | 1 |
| Ys async rst share | 0 |
| Final tally of setup violations | 0 |
| Post-Syn Area per Cell | 10.1 um2 |
| Yosys cell count | 46 |
| FP Core Util | 0.136 |
| Yosys top cell by instances | dlxtn_1 |
| Worst slew pin tran | 0.245 ns |
| Leakage power | 0.000278 uW |
| Yosys top cell area share | 0.226 |
| Post-synth top flop | dlxtn_1 |
| Vias in the first global route | 354 |
| Critical-path cell list | clkdlybuf4s15_1 |
| WL final | 854 um |
| Chip height | 80 um |
| Crit path time final | 0.913 ns |
| Routed vias/inst | 3.22 |
| Via Count | 345 |
| WHS | 0.456 ns |
| Slew HR | 0.836 |
| Synth Register Bits | 11 |
| 1st-iter DRT viols | 34 |
| Crit path capture type | output pin |
| Largest net degree at the start of global routing | 11 |
| Hold crit path type | input pin to flip-flop |
| Crit path from | state_display[2]$_DFF_P_ |
| CP bufs+invs | 1 |
| Cells after Synth | 46 |
| OpenROAD warning count | 30 |
| CP delay by family, top | flip-flops |
| Logic area | 241 um2 |
| EDFF count, synth | 0 |
| Kind of critical path | flip-flop to output pin |
| Synth area leaders | dlxtn_1, dfxtp_1, ha_1 |
| Critical path peak fanout | 2 |
| Die W | 80 um |
| Tcrit/Tclk final | 0.913 |
| Top Layer Used | met4 |
| WP depth | 1 |
| Post-Syn Area | 464 um2 |
| Detailed route wirelength on metal3 | 110 um |
| IO buf count | 11 |
| CTS Root Cell | clkbuf_4 |
| GR Overflow Total | 0 |
| Setup TNS | 0 ns |
| Chip area | 6400 um2 |
| Share of cells above drive strength 1 | 0.197 |
| Remaining DRCs | 0 |
| CTS max path bufs | 2 |
| Fin cells | 107 |
| CORE AREA | 3420 um2 |
| Max Clock Freq | 1100 MHz |
| P&R area growth vs syn | 41.8% |
| Detail Placement HPWL | 725 um |
| Reg area | 189 um2 |
| Crit path to | state_display[2] |
| Row Count | 21 |
| Io pins | 12 |
| Dominant cell type by area after synthesis | dlxtn_1 |
| Status | finished, final reports clean |
| GRT Util Overall | 0.0276 |
| Placed Cells | 103 |
| TritonRoute pass-1 iters | 2 |
| CP arrival | 0.71 ns |
| Endpoints left unconstrained | 14 |
| Chip Area, Yosys | 464 um2 |
| CTS tree | built |
| VDD IR-drop max | 182 uV |
| P per Cell Area | 701 nW/um2 |
| Crit-path slowest cell | dfxtp_2 |
| # H-tree levels | 1 |
| Fin. max-slew vios | 0 |
| Hold Vio Cnt, Final | 0 |
| Worst setup margin | 0.0869 ns |
| Filler cells | 378 |
| DR WL/cell | 7.98 um |
| Cts bufs inserted | 3 |
| Worst Setup Start Kind | flip-flop |
| Worst slack, placed | 0.0161 ns |
| Most frequent cells after synthesis | dlxtn_1, ha_1, dfxtp_1, nor2_1, nor2b_1 |
| Clk slew on worst S/H paths | 0.04 ns |
| DRT met1 WL | 331 um |
| CP max stage delay | 0.32 ns |
| Placer Congestion | 0.739 |
| Max Cap Violations | 0 |
| Detail Route Antenna Nets | 0 |
| RSZ-0062 raised after global routing | false |
| Crit path DRT | 0.80 ns |
| Initial antenna violation count | 0 |
| Ant diodes | 0 |
| Hold buffers post-CTS | 0 |
| Met2 Wirelength | 397 um |
through the flow:
step                       util  power [uW]  instance area (um2)
after floorplan               -         228                  464
after CTS                 0.192         474                  654
after detailed placement  0.183         262                  624
after global placement    0.183         259                  624
final                     0.193         461                  658
after global routing      0.193         502                  658
power breakdown:
part | internal [uW] | leakage (uW) | switching, uW
combinational | 45.1 | 0.000175 | 37.2
clock | 134 | 0.0000138 | 67.7
sequential | 175 | 0.0000888 | 1.96
cell usage in the layout (no fill, tap or decap), types with 2 or more instances in the layout:
cell type	Yosys	final
clkdlybuf4s50_1	0	8
dlxtn_1	7	7
ha_1	6	6
nor2_1	4	4
nor2b_1	4	4
buf_4	1	4
clkbuf_4	0	3
clkdlybuf4s15_1	0	3
dfxtp_2	0	3
inv_1	2	2
nor3b_1	2	2
per-layer routing:
layer	up-vias	global-route usage
li1	180	-
met1	151	0.0309
met2	12	0.0433
met3	2	0.0159
met4	0	0.00880
met5	-	0
sequential cells by signal, indices dropped and copies added, names as in the netlist:
name and flops:
prev_next 1, coin_out 2, soda 1, check_coin_in 1, state_display 3, next_state 3
kinds of logic (layout without fill, tap and decap cells):
group | after synthesis | count (layout) | share of synthesized area
flops | 4 | 4 | 0.173
mux | 1 | 1 | 0.0216
compound gates | 5 | 5 | 0.0970
fa+ha+maj | 6 | 6 | 0.162
simple gates | 17 | 17 | 0.221
buf+inv | 5 | 20 | 0.0809
xor+xnor | 1 | 1 | 0.0189
latches | 7 | 7 | 0.226
what timing repair did:
action	in CTS	in global routing
pin swaps	0	0
endpoints found under the setup margin	3	3
gates resized	6	3
setup buffers	1	0
cell type report:
cell class              instances  share of cell area
repair buffers                 15               0.213
multi-input cells              30               0.367
inverters                       2              0.0114
well taps                      46              0.0875
flip-flops and latches         11               0.287
clock buffers                   3              0.0342
worst min-delay path by stage:
stage | from | endpoint | slack, ns | depth (start not counted)
4_1_cts | next | prev_next$_DFF_P_ | 0.45 | 1
5_1_grt | next | prev_next$_DFF_P_ | 0.47 | 1
6_report | next | prev_next$_DFF_P_ | 0.46 | 1
Power figures rest on the tool's default switching activity, not on a simulated workload.
